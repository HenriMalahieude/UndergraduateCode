<file path="design/flow/config.mk">
export PLATFORM = sky130hd
export DESIGN_NAME = carrylookahead_st
export DESIGN_NICKNAME = carrylookahead_st
export VERILOG_FILES = /design/flow/design.v
export SDC_FILE = /design/flow/constraint.sdc
export NUM_CORES = 4
export LEC_CHECK = 1
export CORE_AREA = 10 10 70 70
export DIE_AREA = 0 0 80 80
</file>
<file path="design/flow/constraint.sdc">
current_design carrylookahead_st

set clk_period 5.0
set clk_io_pct 0.2

create_clock -name clk0 -period $clk_period

set non_clock_inputs [all_inputs -no_clocks]
set_input_delay [expr $clk_period * $clk_io_pct] -clock clk0 $non_clock_inputs
set_output_delay [expr $clk_period * $clk_io_pct] -clock clk0 [all_outputs]
</file>
<file path="design/flow/design.v">
`timescale 1ns / 1ps 
module carrylookahead_st( 
  input clk , 
  input cin, 
  input [3:0] x,  
  input [3:0] y,  
  output cout,  
  output [3:0] r   
    ); 
 wire [3:0] c;  
wire [3:0] ir1 ;   
wire [4:0] ir2 ;   
carrylogic cx1 ( c, cin, x, y ) ;  
falogic cx6 ( ir1[0], x[0], y[0], cin) ;  
  falogic cx7 (ir1[1], x[1], y[1], c[0]);
  falogic cx8 (ir1[2], x[2], y[2], c[1]);
  falogic cx9 (ir1[3], x[3], y[3], c[2]);
register_logic cx10 (clk, 1, {c[3],ir1}, ir2 );  
assign r = ir2[3:0] ; 
assign cout = ir2[4] ; 
endmodule
module register_logic( 
  input clk,  
  input enable ,  
  input [4:0] Data ,   
  output reg [4:0]  Q ) ;    
always @(*) begin  
    if ( enable) begin  
          Q = Data;   
          end   
end   
endmodule 
module falogic( 
 output r,   
 input x,  
 input y,  
 input cin  
    ); 
  wire t1; 
  xor cx1 ( t1, x,y  );  
  xor cx2 ( r, t1, cin  );  
endmodule
module carrylogic( 
  output [3:0] cout ,  
  input cin, 
  input [3:0] x,  
  input [3:0] y 
    ); 
  wire g0, g1, g2, g3 ;  
  assign g0 = x[0] & y[0] ;  
  assign g1 = x[1] & y[1] ;  
  assign g2 = x[2] & y[2];  
  assign g3 = x[3] & y[3];
  wire p0, p1, p2, p3 ;  
  assign p0 = x[0] + y[0] ;  
  assign p1 = x[1] + y[1] ;  
  assign p2 = x[2] + y[2] ;  
  assign p3 = x[3] + y[3] ;   
  assign cout[0] = g0 | ( p0 & cin) ;  
  assign cout[1] = g1 | ( p1 & cout[0]  ) ;  
  assign cout[2] = g2 | (p2 & (g1 | cout[1])) ; 
  assign cout[3] = g3 | (p3 & (g2 | cout[2])) ; 
endmodule 
</file>
<file path="design/flow/run.sh">
#!/bin/bash
# OpenROAD 26Q1-2900-gdf79404cd8, Yosys 0.63+post, stock flow scripts
make -C /OpenROAD-flow-scripts/flow DESIGN_CONFIG=/design/flow/config.mk WORK_HOME=/design/flow/orfs finish
</file>
==> flow_summary.yaml <==
# yosys + openroad results
final_timing:
  tightest_slew_ns: 0.144
  finalCritPeriodShare_pct: 78.7
  rsz0062_at_grt: "no"
  hold_viol_final: 0
  setup_violations: 0
  timing.final.max_slew_violations: 0
  fmax_mhz: 254
  fin_crit_ns: 3.93
  relSlewSlack_pct: 90.3
  totalNegativeSetupSlack_ns: 0
logic_synthesis:
  ys_top_cells_by_count: "6 x inv_1, 4 x buf_4, 2 x fa_1, 2 x ha_1"
  top_area_cell: "fa_1"
  syn_area_per_cell_um2: 8.41
  syn-cell-area_um2: 151
  ys_top_cells_by_area: "fa_1 26%, buf_4 20%, ha_1 17%"
  synth_cell_types: 8
  most_common_cell: "inv_1"
  synth_top_area_share_pct: 26.4
  synthCells: 18
  synth_seq_share_pct: 0
  yosys_area_um2: 151
  yosysCellCount: 18
  ys.warnings.count: 2
cts:
  post_cts_resized: 0
  cts_hold_buf: 0
  post_cts_buffers: 0
outcome:
  status: "finished, final reports clean"
routing:
  drt-total-wl_um: 456
  antenna_left: 0
  drc: 0
  drtPass1Iterations: 2
  post_drt_wl_per_cell_um: 6.16
  num_vias: 131
  antenna_cells: 0
  via_per_inst: 1.77
  drt_iter0_drc: 2
die:
  die_w_um: 80
  ios: 15
  die_h_um: 80
  fp.coreArea_um2: 3420
  fp_util_pct: 4.43
  die_area_um2: 6400
  core.rowCount: 21
setup_path:
  crit_path_end_kind: "output pin"
  critPathLaunchType: "input pin"
  critPathMaxFanout: 2
  worstSetupPathType: "in -> out"
  cp.arrival_ns: 2.93
  slowest_stage: "clkdlybuf4s50_1"
  critical_path.max_stage_delay_ns: 0.50
  worstSetupStartpoint: "y[0]"
  crit_required_ns: 4.00
  crit_chain: "clkdlybuf4s50_1 -> inv_1 -> fa_1 -> inv_1 -> fa_1 -> a21oi_2 -> xnor2_1 -> clkdlybuf4s50_1"
placed_design:
  dpl.hpwl_um: 438
  port_buffers: 14
  placed_cell_area_um2: 319
  gp_congestion: 0.777
worst_hold_path:
  holdCritStartpoint: "x[0]"
  hold_class: "in -> out"
power:
  cellPowerDensity_nw_per_um2: 97.6
  peakVddDrop_uv: 26.6
  leakage_nw: 0.128
final_layout:
  nClkBuffers: 0
  stdcell_area_um2: 319
  areaGrowthSynthToFinish_pct: 111
  register_area_um2: 0
  drive_gt1_share_pct: 3.57
  post-route-util_pct: 9.34
  flops: 0
job:
  warnings: 33
  maxCapViolCount: 0
grt:
  grt_use_total_pct: 1.37
  grt_pass1_vias: 133
  overflow: 0
  antenna_found_initial: 0
  grt_pass1_wl_um: 703
  grt_start_max_net_pins: 3
## worst max-delay path: cells and delay by family
kind            cells  cell delay [ns]
compound gates      1             0.09
xor+xnor            1             0.13
fa+ha+maj           2             0.64
buf+inv             4             1.07
## final timing paths
check   end  slack [ns]  cells past startpoint
min    r[0]        3.04                      5
max    r[3]        1.07                      8
## metal layers
layer | GRT usage (%) | share of wire (%) | up-vias
met4 | 0 | 0 | 0
met1 | 1.66 | 38 | 51
met3 | 1.36 | 28 | 0
met2 | 1.77 | 34 | 12
li1 | - | - | 68
met5 | 0 | 0 | -
## logic make-up after synthesis
logic type / Yosys count / synth area share [%]
buffers and inverters: 10 / 34.7
AOI/OAI and AO/OA: 2 / 10.7
adders and majority gates: 4 / 43.0
xor gates and xnor gates: 2 / 11.6
## power breakdown
part           switching (mW)  leakage, nW  total, mW  internal, mW
clock network               0            0          0             0
logic                 0.00858        0.128     0.0311        0.0226
registers                   0            0          0             0
total                 0.00858        0.128     0.0311        0.0226
## area by class of cell
| class | count | area [um2] |
|---|---|---|
| repair buffers | 14 | 140 |
| inverters | 6 | 22.5 |
| fillers | 409 | 3100 |
| multi-input cells | 8 | 98.8 |
| well taps | 46 | 57.6 |
## layout by cell type, fill, tap and decap left out
cell	netlist	layout
a21oi_2	1	1
ha_1	2	2
o21bai_1	1	1
fa_1	2	2
xnor2_1	1	1
clkdlybuf4s50_1	0	14
xor2_1	1	1
inv_1	6	6
## stage by stage
| stage | hold WS, ns | instances | setup WS [ns] | power (mW) |
|---|---|---|---|---|
| 2_1_floorplan | 2.18 | 18 | 1.93 | 0.0168 |
| 3_3_place_gp | 3.04 | 74 | 1.01 | 0.0321 |
| 3_5_place_dp | 3.04 | 74 | 1.01 | 0.0323 |
| 4_1_cts | 3.05 | 74 | 1.01 | 0.0326 |
| 5_1_grt | 3.10 | 74 | 0.940 | 0.0360 |
| 6_report | 3.04 | 74 | 1.07 | 0.0311 |
Power and IR drop assume default switching activity.
