### design.v
`timescale 1ns / 1ps
module bcd_to_7led_bh (
		input wire sw0 ,  
		input wire sw1 ,
		input wire sw2 ,
		input wire sw3 ,
		output reg a ,  
		output reg b ,
		output reg c ,
		output reg d ,
		output reg e ,
		output reg f ,
		output reg g
		);
	wire [3:0] bundle ;
	assign bundle = {sw3,sw2,sw1,sw0 } ;
	wire [7:0] outBundle;
	assign outBundle = {a,b,c,d,e,f,g};
	always @(*) begin
		a = 1'b1 ;
		b = 1'b1 ;
		c = 1'b1 ;
		d = 1'b1 ;
		e = 1'b1 ;
		f = 1'b1 ;
		g = 1'b1 ;
		case ( bundle )
			4'b0000 : begin  
				a = 1'b0 ;
				b = 1'b0 ;
				c = 1'b0 ;
				d = 1'b0 ;
				e = 1'b0 ;
				f = 1'b0 ;
				g = 1'b1 ; 
			end
			4'b0001 : begin 
				a = 1'b1 ;
				b = 1'b0 ;
				c = 1'b0 ;
				d = 1'b1 ;
				e = 1'b1 ;
				f = 1'b1 ;
				g = 1'b1 ; 
			end
			4'b0010 : begin 
				a = 1'b0 ;
				b = 1'b0 ;
				c = 1'b1 ;
				d = 1'b0 ;
				e = 1'b0 ;
				f = 1'b1 ;
				g = 1'b0 ; 
			end
			4'b0011 : begin 
				a = 1'b0 ;
				b = 1'b0 ;
				c = 1'b0 ;
				d = 1'b0 ;
				e = 1'b1 ;
				f = 1'b1 ;
				g = 1'b0 ; 
			end
			4'b0100 : begin 
				a = 1'b1 ;
				b = 1'b0 ;
				c = 1'b0 ;
				d = 1'b1 ;
				e = 1'b1 ;
				f = 1'b0 ;
				g = 1'b0 ; 
			end
			4'b0101 : begin 
				a = 1'b0 ;
				b = 1'b1 ;
				c = 1'b0 ;
				d = 1'b0 ;
				e = 1'b1 ;
				f = 1'b0 ;
				g = 1'b0 ; 
			end
			4'b0110 : begin 
				a = 1'b0 ;
				b = 1'b1 ;
				c = 1'b0 ;
				d = 1'b0 ;
				e = 1'b0 ;
				f = 1'b0 ;
				g = 1'b0 ; 
			end
			4'b0111 : begin 
				a = 1'b0 ;
				b = 1'b0 ;
				c = 1'b0 ;
				d = 1'b1 ;
				e = 1'b1 ;
				f = 1'b1 ;
				g = 1'b1 ; 
			end
			4'b1000 : begin 
				a = 1'b0 ;
				b = 1'b0 ;
				c = 1'b0 ;
				d = 1'b0 ;
				e = 1'b0 ;
				f = 1'b0 ;
				g = 1'b0 ; 
			end
			4'b1001 : begin 
				a = 1'b0 ;
				b = 1'b0 ;
				c = 1'b0 ;
				d = 1'b1 ;
				e = 1'b1 ;
				f = 1'b0 ;
				g = 1'b0 ; 
			end
		endcase
	end
endmodule
### run.sh
#!/bin/bash
# OpenROAD 26Q1-2900-gdf79404cd8, Yosys 0.63+post, stock flow scripts
make -C /OpenROAD-flow-scripts/flow DESIGN_CONFIG=/design/flow/config.mk WORK_HOME=/design/flow/orfs finish
### config.mk
export PLATFORM = sky130hd
export DESIGN_NAME = bcd_to_7led_bh
export DESIGN_NICKNAME = bcd_to_7led_bh
export VERILOG_FILES = /design/flow/design.v
export SDC_FILE = /design/flow/constraint.sdc
export NUM_CORES = 4
export LEC_CHECK = 1
export CORE_AREA = 10 10 70 70
export DIE_AREA = 0 0 80 80
### constraint.sdc
current_design bcd_to_7led_bh

set clk_period 1.5
set clk_io_pct 0.2

create_clock -name clk0 -period $clk_period

set non_clock_inputs [all_inputs -no_clocks]
set_input_delay [expr $clk_period * $clk_io_pct] -clock clk0 $non_clock_inputs
set_output_delay [expr $clk_period * $clk_io_pct] -clock clk0 [all_outputs]
==> flow_metrics.env <==
# source this file to load flow results
export IMPL_outcome="complete, no violations"
export IMPL_critPathTopFamily="buffers and inverters"
export IMPL_detail_route_antenna_nets=0
export IMPL_path_buffers=3
export IMPL_syn_instance_count=31
export IMPL_viasPerCell=2.75
export IMPL_clock_buffers=0
export IMPL_total_power_uw=119
export IMPL_syn_area_um2=213
export IMPL_ys_cells=31
export IMPL_gr_total_overflow=0
export IMPL_synthToLayoutAreaGrowth_pct=134
export IMPL_fin_crit_ns=1.45
export IMPL_hold_buffers=0
export IMPL_routabilityCongestion=0.745
export IMPL_critPathRequiredTime_ns=1.20
export IMPL_maxSlewViolCount=0
export IMPL_path_cells="buf_6 > buf_6 > ha_2 > or2_4 > nand2_1 > a21boi_1 > buf_2"
export IMPL_slowest_stage="or2_4"
export IMPL_finalNonFillerCells=99
export IMPL_synth_distinct_cells=15
export IMPL_portBuffers=11
export IMPL_hold_path_class="in2out"
export IMPL_drc=0
export IMPL_io_pins=11
export IMPL_vias=272
export IMPL_max_cap_violations=0
export IMPL_flops=0
export IMPL_setup_viol=0
export IMPL_seq_area_um2=0
export IMPL_die_area_um2=6400
export IMPL_grt_pass1_wl_um=1310
export IMPL_placed_cell_area_um2=429
export IMPL_finalHoldViolCount=0
export IMPL_fp_util_pct=6.23
export IMPL_rows=21
export IMPL_p_leak_nw=0.215
export IMPL_fmax_mhz=690
export IMPL_peakVddDrop_uv=31.4
export IMPL_place_inst=95
export IMPL_path_class="in2out"
export IMPL_syn_avg_cell_area_um2=6.86
export IMPL_die_x_um=80
export IMPL_pwr_density_cell_nw_per_um2=238
export IMPL_grt_pass1_vias=308
export IMPL_finalClockPeriodUsage_pct=96.6
export IMPL_crit_fanout=3
export IMPL_firstDrtPassIters=2
export IMPL_grt_max_degree=11
export IMPL_antenna_cells=0
export IMPL_place_hpwl_um=585
export IMPL_antenna_found_initial=0
export IMPL_core_um2=3420
export IMPL_endpoint_kind="output pin"
export IMPL_rsz0062_at_grt="no"
export IMPL_yosysWarnings=1
export IMPL_yosysSeqAreaShare_pct=0
export IMPL_wl_per_cell_um=7.17
export IMPL_die_height_um=80
export IMPL_yosys_area_um2=213
export IMPL_crit_top_cell="buf_6"
export IMPL_relSlewSlack_pct=90.2
export IMPL_drtIter0Drc=2
export IMPL_cp_arrival_ns=1.15
export IMPL_tightestPinTransition_ns=0.145
export IMPL_crit_path_start_kind="input pin"
export IMPL_openroad_warnings=36
export IMPL_layout_drive_gt1_share_pct=69.8
export IMPL_slowest_delay_ns=0.25
export IMPL_drt_wl_total_um=710
export IMPL_groute_usage_overall_pct=2.29
export IMPL_stdcell_area_um2=498
[power by group]
| part | switching [mW] | internal [mW] |
|---|---|---|
| Sequential | 0 | 0 |
| Clock | 0 | 0 |
| Combinational | 0.0489 | 0.0698 |
| Total | 0.0489 | 0.0698 |
[path summary, 6_finish.rpt]
check             to  start  cells after the start
hold / removal     d    sw2                      5
setup / recovery   d    sw0                      7
[cells in the final DEF, fill, tap and decap left out]
cell type        synthesis  routed
o21ai_2                  1       2
buf_4                    0      11
buf_2                    0       3
ha_1                     5       1
or2_4                    1       1
clkbuf_2                 0       1
nand2_2                  0       1
dlygate4sd2_1            0       2
o21ai_0                  3       2
ha_4                     0       1
nand3_1                  1       1
buf_6                    1       4
clkdlybuf4s15_1          0       1
a21oi_2                  0       3
nand2_1                  4       3
nor2_1                   2       2
ha_2                     0       3
nand2b_4                 0       1
a21oi_1                  4       1
nand2b_1                 2       1
inv_4                    0       3
clkdlybuf4s15_2          0       1
inv_2                    2       1
nor3_4                   1       1
a21boi_1                 1       2
[cell families after synthesis]
| group | share of synthesized area (%) |
|---|---|
| simple gates | 30.6 |
| compound gates | 27.6 |
| fa+ha+maj | 29.4 |
| buf+inv | 12.4 |
[through the flow]
step | setup slack, ns | TNS [ns] | utilization (%) | hold slack [ns]
final | 0.0516 | 0 | 14.6 | 1.04
after global routing | 0.00528 | 0 | 14.6 | 1.09
after CTS | 0.0238 | 0 | 14.5 | 1.05
after detailed placement | -0.752 | -4.68 | 12.6 | 1.71
after global placement | -0.743 | -4.60 | 12.6 | 1.72
after floorplan | 0.359 | 0 | - | 0.655
[routing by layer]
| layer | up-vias | GRT usage, % | routed length (um) |
|---|---|---|---|
| met1 | 116 | 2.90 | 297 |
| met5 | - | 0 | 0 |
| li1 | 148 | - | - |
| met2 | 8 | 4.01 | 333 |
| met3 | 0 | 0.568 | 78 |
| met4 | 0 | 0 | 0 |
[what timing repair did]
action	CTS	global route
endpoints found under the setup margin	7	2
gates resized	51	4
setup buffers	5	0
pin swaps	9	2
[synthesized netlist by cell type]
library cell	number	share of area (%)
nor3_4	1	7.6
a21boi_0	1	3.5
inv_2	2	3.5
nand2_1	4	7.1
a21oi_1	4	9.4
inv_1	2	3.5
nor2_1	2	3.5
nand3_1	1	2.4
ha_1	5	29
o21ai_0	3	7.1
o21ai_2	1	4.1
nand2b_1	2	5.9
buf_6	1	5.3
or2_4	1	4.1
a21boi_1	1	3.5
[final cells by class]
type                       count  area (um2)
fill                         385        2920
inverter                       4        22.5
multi-input combinational     26         231
tap                           46        57.6
timing repair buffer          23         186
